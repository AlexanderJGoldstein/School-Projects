$ cat design/flow/run.sh
#!/bin/bash
# OpenROAD 26Q1-2900-gdf79404cd8, Yosys 0.63+post, stock flow scripts
make -C /OpenROAD-flow-scripts/flow DESIGN_CONFIG=/design/flow/config.mk WORK_HOME=/design/flow/orfs finish
$ cat design/flow/config.mk
export PLATFORM = sky130hd
export DESIGN_NAME = And16
export DESIGN_NICKNAME = And16
export VERILOG_FILES = /design/flow/design.v
export SDC_FILE = /design/flow/constraint.sdc
export NUM_CORES = 4
export LEC_CHECK = 1
export CORE_AREA = 10 10 70 70
export DIE_AREA = 0 0 80 80
$ cat design/flow/constraint.sdc
current_design And16

set clk_period 1.0
set clk_io_pct 0.2

create_clock -name clk0 -period $clk_period

set non_clock_inputs [all_inputs -no_clocks]
set_input_delay [expr $clk_period * $clk_io_pct] -clock clk0 $non_clock_inputs
set_output_delay [expr $clk_period * $clk_io_pct] -clock clk0 [all_outputs]
$ cat design/flow/design.v
module And16(   input [15:0] a, 
                input [15:0] b, 
                output [15:0] out);
    assign out = a & b;
endmodule
==> impl_metrics.py <==
# Auto-generated metrics
metrics = {
    "logic_synthesis": {
        "synth_area_leader_cell": "and2_1",
        "ys_seq_share": 0,
        "yosysChipArea_sq_um": 100,
        "ys_types": 1,
        "synth_area_sq_um": 100,
        "synth.top_cell.area_share": 1.00,
        "synth_cells": 16,
        "yosys_cells": 16,
        "topCellsByArea": "and2_1 (100%)",
        "yosysWarnings": 0,
        "postSynthAreaPerCell_sq_um": 6.26,
    },
    "sta": {
        "slew-limit-headroom": 0.965,
        "rsz0062_at_grt": "false",
        "worst_slew_pin_slew_ps": 51.9,
        "hold_viol_final": 0,
        "setup_tns_ps": 0,
        "maxSlewViolCount": 0,
        "setup_viol_count_final": 0,
        "finalCriticalPeriod_ps": 933,
        "worst_slack_ps": 66.6,
        "finalCritPeriodShare": 0.933,
        "fmax_mhz": 1070,
    },
    "floorplan": {
        "die_x_um": 80,
        "core_sq_um": 3420,
        "die_h_um": 80,
        "rows": 21,
        "ios": 48,
        "initCoreUtil": 0.0293,
        "dieArea_sq_um": 6400,
    },
    "routing": {
        "vias_per_cell": 2.37,
        "ant_nets": 0,
        "drtIter0Drc": 4,
        "wl_per_cell_um": 9.76,
        "firstDrtPassIters": 2,
        "wl_um": 1080,
        "drc_errors": 0,
        "vias": 263,
    },
    "job": {
        "warnings": 32,
        "drv_cap": 0,
    },
    "setup_path": {
        "crit_fanout": 1,
        "worstPathRequired_ps": 800,
        "cp.arrival_ps": 730,
        "endpoint_kind": "output pin",
        "path_class": "in2out",
        "crit_path_start_kind": "primary input",
    },
    "power_and_ir_drop": {
        "power_density_nw_per_um2": 234,
        "leakagePower_uw": 0.000287,
        "ir_drop_v": 0.0000469,
        "power.total_uw": 123,
    },
    "layout": {
        "seqCellArea_sq_um": 0,
        "areaGrowthSynthToFinish_pct": 425,
        "layout_top_cells": "dlygate4sd2_1 (32), and2_1 (16), buf_2 (15)",
        "clkbuf_count": 0,
        "seq_cell_count": 0,
        "drive_gt1_frac": 0.234,
        "lay_top_count": "dlygate4sd2_1",
    },
    "placed_design": {
        "hpwl_um": 1070,
        "place.port_buffers": 48,
        "dp_slack_ps": -471,
        "gp_congestion": 0.713,
    },
    "grt": {
        "grt_remaining_overflow": 0,
        "grt_pass1_vias": 290,
        "grt_max_degree": 2,
        "grt_pass1_wl_um": 1510,
        "antenna_found_initial": 1,
        "track_usage": 0.0293,
    },
    "hold_path": {
        "hp-class": "in2out",
        "holdCritStartpoint": "a[1]",
        "worstHoldPathCells": 3,
        "worstHoldEndpoint": "out[1]",
    },
    "status": {
        "status": "complete, no violations",
    },
    "clock_network": {
        "hold_buffers": 0,
    },
}
[report_power, final]
part           internal [uW]  total, uW  switching, uW
clock network       0.000134   0.000134              0
logic                   99.9        123           23.2
registers                  0          0              0
[metrics by stage]
step            util  instance area [sq um]  instances  hold WS [ps]
2_1_floorplan      -                    100         16           472
3_3_place_gp   0.187                    638        110          1320
3_5_place_dp   0.187                    638        110          1310
4_1_cts        0.153                    523        110           769
5_1_grt        0.154                    526        111           778
6_report       0.154                    526        111           763
[layer usage]
metal | part of all wire | track usage | vias to the layer above
met2 | 0.43 | 0.0449 | 27
li1 | - | - | 146
met5 | 0 | 0 | -
met3 | 0.18 | 0.0239 | 0
met4 | 0 | 0 | 0
met1 | 0.39 | 0.0330 | 90
[critical path: stages]
cell	delay [ps]
dlygate4sd2_1	220
and2_1	140
clkdlybuf4s15_1	170
[kinds of logic after synthesis]
group	count (synthesis)	share of synthesized area
and+or+nand+nor	16	1.00
[cells in the mapped netlist]
| cell type | number |
|---|---|
| and2_1 | 16 |
[worst max-delay path by stage]
stage / start / to / slack, ps / cells after the start
CTS: b[5] / out[5] / 50 / 3
finish: b[5] / out[5] / 70 / 3
global route: b[5] / out[5] / 30 / 3
[final cells by class]
| cell class | instances | area [sq um] |
|---|---|---|
| fill | 422 | 2890 |
| timing repair buffer | 48 | 365 |
| multi-input combinational | 16 | 100 |
| tap | 46 | 57.6 |
| antenna | 1 | 2.50 |
[repair_timing]
item / in CTS / in global routing
buffers inserted: 0 / 0
setup endpoints to repair: 16 / 0
resized: 81 / 0
