$ cat flow/design.v
module Mux(a, b, sel, out);
    input a, b, sel;
    output out;
    assign out = (a & ~sel) || (b & sel);
endmodule
module Mux16(
    input [15:0] a, 
    input [15:0] b, 
    input [0:0] sel, 
    output [15:0] out);
    wire notsel = ~sel;
    Mux mux0 (a [0], b[0], sel, out[0]);
    Mux mux1 (a [1], b[1], sel, out[1]);
    Mux mux2 (a [2], b[2], sel, out[2]);
    Mux mux3 (a [3], b[3], sel, out[3]);
    Mux mux4 (a [4], b[4], sel, out[4]);
    Mux mux5 (a [5], b[5], sel, out[5]);
    Mux mux6 (a [6], b[6], sel, out[6]);
    Mux mux7 (a [7], b[7], sel, out[7]);
    Mux mux8 (a [8], b[8], sel, out[8]);
    Mux mux9 (a [9], b[9], sel, out[9]);
    Mux mux10 (a [10], b[10], sel, out[10]);
    Mux mux11 (a [11], b[11], sel, out[11]);
    Mux mux12 (a [12], b[12], sel, out[12]);
    Mux mux13 (a [13], b[13], sel, out[13]);
    Mux mux14 (a [14], b[14], sel, out[14]);
    Mux mux15 (a [15], b[15], sel, out[15]);
endmodule
module Mux4Way16(
    input [15:0] a, 
    input [15:0] b, 
    input [15:0] c, 
    input [15:0] d, 
    input [1:0] sel,
    output [15:0] out);
    wire [15:0] muxout1;
    wire [15:0] muxout2;
    Mux16 muxset1 (a, b, sel[0], muxout1[15:0]);
    Mux16 muxset2 (c, d, sel[0], muxout2[15:0]);
    Mux16 finalMux (muxout1, muxout2, sel[1], out);
endmodule
module Mux8Way16(
    input [15:0] a,
    input [15:0] b,
    input [15:0] c,
    input [15:0] d,
    input [15:0] e,
    input [15:0] f,
    input [15:0] g,
    input [15:0] h,
    input [2:0] sel,
    output [15:0] out
);
    wire [15:0] muxout1;
    wire [15:0] muxout2;
    Mux4Way16 mux1 (a, b, c, d, sel[1:0], muxout1);
    Mux4Way16 mux2 (e, f, g, h, sel[1:0], muxout2);
    Mux16 finalMux(muxout1, muxout2, sel[2], out);
endmodule
$ cat flow/run.sh
#!/bin/bash
# OpenROAD 26Q1-2900-gdf79404cd8, Yosys 0.63+post, stock flow scripts
make -C /OpenROAD-flow-scripts/flow DESIGN_CONFIG=/design/flow/config.mk WORK_HOME=/design/flow/orfs finish
$ cat flow/config.mk
export PLATFORM = sky130hd
export DESIGN_NAME = Mux8Way16
export DESIGN_NICKNAME = Mux8Way16
export VERILOG_FILES = /design/flow/design.v
export SDC_FILE = /design/flow/constraint.sdc
export NUM_CORES = 4
export LEC_CHECK = 1
export CORE_AREA = 10 10 93 93
export DIE_AREA = 0 0 103 103
$ cat flow/constraint.sdc
current_design Mux8Way16

set clk_period 1.9
set clk_io_pct 0.2

create_clock -name clk0 -period $clk_period

set non_clock_inputs [all_inputs -no_clocks]
set_input_delay [expr $clk_period * $clk_io_pct] -clock clk0 $non_clock_inputs
set_output_delay [expr $clk_period * $clk_io_pct] -clock clk0 [all_outputs]
==> results_dict.tcl <==
# collected from the flow reports
set metrics [dict create \
    min_delay_path_depth 4 \
    worst_path_max_delay_cell "mux4_2" \
    drt-wirelength-per-cell_um 21.8 \
    nClkBuffers 0 \
    yosysTopAreaCellShare_pct 61.8 \
    routed_via_density 4.48 \
    preCtsSetupSlack_ns -0.642 \
    ys_sh_xor_pct 0 \
    layout_top_cell "dlygate4sd2_1" \
    ys_sh_mux_pct 84.5 \
    max_freq_ghz 0.516 \
    cp-start-kind "input pin" \
    hold_ws_ns 1.37 \
    critPathMaxStageDelay_ns 0.51 \
    ys_seq_share_pct 0 \
    drcViolationCount 0 \
    yosysCellCount 73 \
    crit_fanout 6 \
    yosysTopAreaCell "mux4_1" \
    yosys_warnings 0 \
    dpl-instance-area_um2 2630 \
    grt_pass1_vias 1581 \
    area_leaders "mux4_1 (62%), mux2_2 (15%), buf_4 (10%)" \
    hold_buffers 0 \
    crit_path_cell_trace "buf_16 -> buf_12 -> mux4_2 -> mux2_4 -> buf_2" \
    grt_max_degree 17 \
    power_uw 573 \
    stdcell_area_um2 2650 \
    hp-class "in2out" \
    most-common-layout-cells "dlygate4sd2_1 (128), mux4_2 (32), mux2_4 (16), buf_6 (12), buf_16 (6)" \
    grt_usage_pct 11.7 \
    simple_gate_area_share_pct 0 \
    drive_gt1_share_pct 37.4 \
    fin_crit_ns 1.94 \
    slew-limit-headroom_pct 91.0 \
    hold_viol 0 \
    drv_slew 0 \
    tightest_slew_ns 0.135 \
    vias 1290 \
    portBuffers 147 \
    power_leakage_nw 1.24 \
    std_cell_rows 30 \
    fp.dieW_um 103 \
    cpLargestDelayFamily "multiplexers" \
    syn-instance-count 73 \
    yosysChipArea_um2 1190 \
    fin_crit_sh_pct 102 \
    rsz0062_at_grt "true" \
    die_height_um 103 \
    dr.pass1.iters 2 \
    crit_type "in2out" \
    min_from "e[1]" \
    worstSetupEndpointType "output pin" \
    power.density_nw_per_um2 217 \
    postCtsSetupBuffers 0 \
    tool_warnings 35 \
    grt-ovfl-total 0 \
    maxCapViolCount 0 \
    grt_pass1_wl_um 9370 \
    die-area_um2 10600 \
    synthAoiAreaFrac_pct 0 \
    syn_avg_cell_area_um2 16.3 \
    ff_count 0 \
    area_delta_synth_final_pct 122 \
    drt_first_iter_violations 17 \
    ios 147 \
    status "finished with violations" \
    ys_top_logic_family "multiplexers" \
    synth.cellmix.adderShare_pct 0 \
    syn-cell-area_um2 1190 \
    violations "setup timing" \
    antenna_found_initial 2 \
    gp_congestion 0.800 \
    required_ns 1.52 \
    arrival_ns 1.56 \
    peakVddDrop_uv 69.1 \
    core_um2 6760 \
    regArea_um2 0 \
    finalWirelength_um 6270 \
    setup_viol 16 \
    initial_core_util_pct 17.6 \
    whs_endpoint "out[1]" \
    synth.distinct_cells 8 \
    fin_ws_ns -0.0385 \
    antenna_left 0 \
    crit_buf_inv 3 \
]
per-layer routing:
metal	GRT usage, %	part of all wire, %
met1	14.2	38
met2	19.6	48
met3	5.69	14
met4	0	0
met5	0	0
timing repair:
item,4_1_cts,5_1_grt
cloned,6,0
setup endpoints to repair,16,16
pin swaps,0,0
hold endpoints to repair,0,0
gates resized,238,2
how the worst max path moves through the flow:
stage | start | endpoint | slack, ns | cells past startpoint
5_1_grt | sel[0] | out[10] | -0.08 | 5
6_report | sel[0] | out[3] | -0.04 | 5
4_1_cts | sel[0] | out[3] | -0.06 | 5
area by class of cell:
class                           instances  area (µm²)
Multi-Input combinational cell         48         961
Fill cell                             693        4110
Antenna cell                            2        5.00
Timing Repair Buffer                  158        1580
Tap cell                               80         100
per-stage QoR:
step | TNS [ns] | utilization [%] | cells
after floorplan | -0.123 | - | 73
after global placement | -9.82 | 38.9 | 280
after detailed placement | -9.75 | 38.9 | 280
after CTS | -0.556 | 38.9 | 286
after global routing | -0.914 | 39.1 | 288
final | -0.325 | 39.1 | 288
cells by family after synthesis:
kind of cell  after synthesis
mux                        48
buf+inv                    25
cell usage after synthesis (all sizes together):
| cell type | count |
|---|---|
| clkbuf | 3 |
| mux4 | 32 |
| mux2 | 16 |
| buf | 22 |
tightest hold or removal path, delay by kind of cell:
family                 cells  cell delay, ns
buffers and inverters      2            0.26
muxes                      2            0.35
power breakdown:
group | switching [mW] | leakage, nW | internal [mW]
Sequential | 0 | 0 | 0
Combinational | 0.147 | 1.24 | 0.427
Clock | 0 | 0.0000127 | 0.000000141
Power figures rest on the tool's default switching activity, not on a simulated workload.
